==> design/flow/design.v <==
`timescale 1ns / 1ps
module Servo_interface (
    input clr,
    input [19:0] pulse_width,
    input  clk,
    output PWM
    );
    wire [19:0] count_max;
    comparator compare(
        .A(count_max),
        .B(pulse_width),
        .PWM(PWM)
        );
    counter count(
        .clr(clr),
        .clk(clk),
        .count(count_max)
        );
endmodule
`timescale 1ns / 1ps
module comparator (
	input [19:0] A,
	input [19:0] B,
	output reg PWM
);
	always @ (A,B)
	begin
	if (A < B)
		begin
		PWM <= 1'b1;
		end
	else 
		begin
		PWM <= 1'b0;
		end
	end
endmodule
`timescale 1ns / 1ps
module counter (
	input clr,
	input clk,
	output reg [19:0]count
);
	always @ (posedge clk)
	begin
		if (clr == 1'b1 || count == 20'd1000000)
			begin
			count <= 20'b0;
			end
		else
			begin
			count <= count + 1'b1;
			end
	end
endmodule
==> design/flow/run.sh <==
#!/bin/bash
# OpenROAD 26Q1-2900-gdf79404cd8, Yosys 0.63+post, stock flow scripts
make -C /OpenROAD-flow-scripts/flow DESIGN_CONFIG=/design/flow/config.mk WORK_HOME=/design/flow/orfs finish
==> design/flow/config.mk <==
export PLATFORM = sky130hd
export DESIGN_NAME = Servo_interface
export DESIGN_NICKNAME = Servo_interface
export VERILOG_FILES = /design/flow/design.v
export SDC_FILE = /design/flow/constraint.sdc
export NUM_CORES = 4
export LEC_CHECK = 1
export CORE_AREA = 10 10 103 103
export DIE_AREA = 0 0 113 113
==> design/flow/constraint.sdc <==
current_design Servo_interface

set clk_period 2.5
set clk_io_pct 0.2

create_clock -name clk0 -period $clk_period [get_ports {clk}]

set non_clock_inputs [all_inputs -no_clocks]
set_input_delay [expr $clk_period * $clk_io_pct] -clock clk0 $non_clock_inputs
set_output_delay [expr $clk_period * $clk_io_pct] -clock clk0 [all_outputs]
==> run notes <==
CTS reports a maximum clock tree buffer depth of 2. Per STA, the worst path is made up of clkdlybuf4s15_1 -> inv_2 -> ha_4 -> a211o_1 -> a31oi_2 -> o221ai_2 -> a221oi_2 -> buf_2. The per-cell via count in the routed design is 4.07.

The top register by number of flip-flops is count.count. With the number of flip-flops and latches in the synthesized netlist at 20, the number of placed cells counting well taps is 313. The iteration count recorded for the first detailed-route pass is 4. The run gives 23 for the number of top-level pins.

The type of the most critical hold path is reg -> reg. The total antenna diodes in the routed design was 0; the initial antenna violation count was 0. The script parses the final routing iteration and logs DRC violations as 0. The type of element capturing the critical path was an output port.

Pins over their slew limit in the final report were tallied at 0. The count of buffering cells on the critical path with inverters included works out to 3. The script extracted a total leakage power of 0.000931 uW.

The clock slew at the register clock pins of the worst setup and hold paths works out to 80 ps. The flow ran to the end, and the final reports show no timing, DRC or antenna violations. The logic depth of the worst register-to-register path is 6. VDD sags by at most 0.000165 V. Recorded from the global router log, the overflow total was 0.

The detailed router reported a total wirelength of 3440 um. Number of standard cells after synthesis: 171. Based on the critical path, the design can be clocked at up to 411 MHz. Dividing the detail-routed wire length by the instance count gives 10.8 um.

The tools report the end of the worst hold path as count.count[0]. Summed over all instances, the cell type with the most area after synthesis is dfxtp_1. Per the CTS log, the root buffer master is clkbuf_8. The data required time at the worst endpoint is 2000 ps.

Once layout is complete, the cells apart from fillers number 320. The maximum level of the CTS H-tree came out at 1. The die covers 12800 um^2. The first global-routing pass estimated 5830 um of wire.

The run gives 300 ps for the stage delay of the slowest cell on the critical path. The most instantiated logic cell after routing is nor2_1. The total of endpoints with negative setup slack in the final report came out at 0. The average instance in the mapped netlist occupies 8.21 um^2. Once detail routing completed, the nets flagged for antenna violations numbered 0.

At the later pin of the worst-skew pair, clock insertion delay measures 250 ps. TritonCTS created 3 clock buffers. The tools report the standard cell core area as 8300 um^2.

Share of cells above drive strength 1: 28.8%. Data arrival time of the worst path: 1940 ps. Per the synthesis report, the single largest cell type by area occupies 28.5% of cell area.

Warnings reported by Yosys during synthesis add up to 2. Total global-route track usage over all layers is 5.25%. Yosys mapped the design onto 32 distinct sky130hd cell types. For the post-synthesis chip area from yosys, the log shows 1400 um^2. For flop-to-flop paths, the worst setup slack is 580 ps. Proportion of synthesized chip area in sequential cells: 28.5%. The tool warning count for the run is 26.

The registers reported with the highest flop counts are count.count (20). The run gives 97.4% for the final cycle utilization of the critical path. The critical path's slowest cell is a211o_1. The floorplan die width works out to 113 um. The run gives 16.9% for the floorplan-stage core utilization. The number of global-route vias before repair came out at 1306. TritonCTS built the clock tree.

The class of the most critical setup path was in -> out. In the final timing run, aggregate negative setup slack is 0 ps. The most common logic cells in the final layout are nor2_1, dfxtp_1, buf_4. The final critical-path required period is 2440 ps. The total via count after detailed routing is 1301, and the number of clock sinks is 20.

The number of flip-flops under the largest register name is 20. For the pin with the worst max-slew slack, the measured transition is 550 ps. Cell class contributing the biggest share of worst-path delay: AND-OR/OR-AND gates.

The cell count in the Yosys report was 171. Per the gpl log, the routability congestion estimate is 0.791. The synthesis-to-finish area growth works out to 53.1%. Reg-to-reg critical path startpoint: count.count[1]. In the final report, the number of hold violations comes to 0. Ranked by total cell area, the synthesized netlist is headed by dfxtp_1, ha_1, inv_1. The run gives 2690 um as the estimated wirelength of the detail-placed design. Kind of start point of the critical path: an input pin.

The cell depth of the worst min-delay path is 1. The number of buffers added on ports was 22; the vertical die dimension was 113 um. Before any placement, the netlist area is recorded as 1400 um^2. The number of maximum-capacitance violations recorded for the run is 0.

The biggest fanout along the worst timing path was 2. Across all checked pins, the minimum headroom to the slew limit is 63.0%. The run gives 12 for the maximum number of pins on one net before global-route repair. The hold path startpoint was count.count[0].

For the final database, setup skew stands at 4.23 ps. For the hold-fix buffer count after cts, the log shows 0. The tools report the endpoint of the most critical register-to-register path as count.count[16]. The violation tally recorded at the end of detailed-routing iteration 0 is 82. After floorplanning, the core was divided into 33 placement rows.

Power spread over the standard cell area amounts to 315 nW/um^2.
-- repair_timing --
action / in CTS / in global routing
buffers inserted: 3 / 0
pin swaps: 18 / 10
setup endpoints to repair: 1 / 1
gates cloned: 0 / 0
resized: 32 / 20
-- cell type report --
class / count / area [um^2]
Tap cell: 105 / 131
Timing Repair Buffer: 41 / 358
Inverter: 24 / 90.1
Multi-Input combinational cell: 126 / 1110
Fill cell: 853 / 6150
Sequential cell: 20 / 400
Clock buffer: 4 / 55.1
-- how the worst max path moves through the flow --
stage | slack (ps) | end | startpoint | cells after the start
after CTS | 0.6 | PWM | pulse_width[11] | 8
after global routing | -20 | PWM | pulse_width[16] | 8
final | 60 | PWM | pulse_width[2] | 8
-- power by group --
group	internal [uW]	leakage, uW	total, uW	switching, uW
Sequential	322	0.000162	327	4.37
Clock	140	0.0000288	245	105
Combinational	60.6	0.000740	106	45.2
Total	523	0.000931	678	155
-- metal layers --
layer,track usage [%],wire (um)
met1,6.08,1480
met2,10.0,1860
met3,0.962,84
met4,0.508,14
met5,0,0
-- per-stage QoR --
stage                     worst slack [ps]  hold slack [ps]  area [um^2]  total power [uW]  util (%)
final                                 64.9              508         2150               678      25.9
after floorplan                        499              456         1400               371         -
after global placement                -751              494         1870               419      22.6
after global routing                 -18.9              540         2150               708      25.9
after CTS                            0.609              515         2030               677      24.5
after detailed placement              -760              496         1870               421      22.6
-- worst reg2reg max path, cell delays in order (launching register included) --
cell     delay [ps]
dfxtp_1         350
buf_4           140
ha_1            170
nand3_1         290
nor4_1          610
xnor2_1         180
nor2_1           50
-- cells by family (layout without fill, tap and decap cells) --
group,count (synthesis),count (layout),share of synthesized area (%)
adders and majority gates,21,21,18.7
xor gates and xnor gates,15,15,9.36
buffers and inverters,25,69,6.68
DFF,20,20,28.5
and+or+nand+nor,67,67,26.0
AOI/OAI and AO/OA,23,23,10.7
-- synthesized netlist by cell type --
master     n
xnor2_1   10
dfxtp_1   20
clkbuf_1   1
nand4_4    1
nand4_2    1
and3_1     1
or4_4      1
nand4_1    4
nand3_1    6
o21bai_2   1
ha_1      21
a21oi_1    9
and3_2     1
inv_1     24
or3_1      3
o221ai_1   2
xor2_1     5
a21o_1     3
nor2_1    23
and4_1     3
a221oi_1   1
a31oi_1    1
nor4bb_1   1
nor3_1     4
a211oi_1   1
a211o_1    1
nand2_1   11
o21ai_0    3
nor4b_1    2
o21a_1     1
nor4_1     4
nand2b_1   1
Power and IR drop assume default switching activity.
