**/design/flow/config.mk**
```make
export PLATFORM = sky130hd
export DESIGN_NAME = angle_decoder
export DESIGN_NICKNAME = angle_decoder
export VERILOG_FILES = /design/flow/design.v
export SDC_FILE = /design/flow/constraint.sdc
export NUM_CORES = 4
export LEC_CHECK = 1
export CORE_UTILIZATION = 40
```
**/design/flow/constraint.sdc**
```tcl
current_design angle_decoder

set clk_period 12.0
set clk_io_pct 0.2

create_clock -name clk0 -period $clk_period

set non_clock_inputs [all_inputs -no_clocks]
set_input_delay [expr $clk_period * $clk_io_pct] -clock clk0 $non_clock_inputs
set_output_delay [expr $clk_period * $clk_io_pct] -clock clk0 [all_outputs]
```
**/design/flow/design.v**
```verilog
`timescale 1ns / 1ps
module angle_decoder(
    input [31:0] angle,
    input cont, 
    output reg [19:0] value
    );
    always @ (angle)
    begin
        value = cont ? 20'd100000 + angle * 20'd50000 : angle ? 20'd255000 : 20'd30000;
    end
endmodule
```
**/design/flow/run.sh**
```bash
#!/bin/bash
# OpenROAD 26Q1-2900-gdf79404cd8, Yosys 0.63+post, stock flow scripts
make -C /OpenROAD-flow-scripts/flow DESIGN_CONFIG=/design/flow/config.mk WORK_HOME=/design/flow/orfs finish
```
==> Slide: Implementation Results <==
Physical Implementation Snapshot

Run status
  • Outcome: completed

Critical path
  • CP startpoint: angle[6]
  • Crit path DAT: 7660 ps
  • CP max-delay cell: clkdlybuf4s50_1
  • Worst setup EP type: output port
  • Crit start category: input pin
  • Critical Path RT: 9600 ps
  • Max FO, Critical Path: 6
  • Worst-path cell chain: clkdlybuf4s50_1, inv_1, ha_1, ha_1, ha_1, inv_1, fa_1, fa_1, inv_1, ha_1, a2111oi_4, o21ai_2, and3_4, o311a_4, a2111oi_2, xnor3_1, nor2b_1, clkdlybuf4s50_1
  • CP max stage delay: 600 ps
  • CP top delay family: adder cells
  • CP Buf/Inv Count: 5
  • Critical path type: input pin to output port
  • Most Frequent Cell on Critical Path: ha_1

Power and ir drop
  • Worst VDD drop: 0.000201 V
  • Leak Pwr: 1.57 nW
  • Cell area power density: 216 nW/um^2

Synthesis
  • Synth Cell Area: 2540 sq um
  • Most instantiated library cell after synthesis: inv_1
  • Largest cells by area after synthesis: ha_1 34%, fa_1 18%, inv_1 11%, xnor2_1 5.5%, xor2_1 2.4%
  • Yosys Warn Count: 1
  • Register area share after synthesis: 0%
  • Distinct lib cells: 48
  • Chip Area, Yosys: 2540 sq um
  • Cells after Synth: 298
  • Mean post-synth cell area: 8.51 sq um
  • Cell type with the largest total area: ha_1
  • Dominant cell area share: 33.5%
  • Most frequent cells after synthesis: 77 x inv_1, 68 x ha_1, 23 x fa_1, 16 x xnor2_1, 12 x nand2_1
  • # Cells Yosys: 298

STA
  • RSZ-0062 raised after global routing: false
  • Setup violators final: 0
  • Peak Freq: 99.4 MHz
  • Slew HR: 59.0%
  • Slew @ Worst Pin: 609 ps
  • Total negative slack: 0 ps
  • Worst setup margin: 1940 ps
  • Post-layout period usage of the worst path: 83.9%
  • Tmin final: 10060 ps
  • Final-report max-slew violation count: 0
  • Final Hold Violation Tally: 0

Route
  • Pre-Repair DR Iteration Count: 4
  • DRT iter0 DRCs: 35
  • Antenna Nets Post-Route: 0
  • Routed WL: 5.20 mm
  • DRC: 0
  • Ant diodes: 0
  • Via/cell ratio: 4.81
  • Vias: 2019
  • Drt wl/cell: 12.4 um

Final layout
  • Layout cells sized above 1: 4.93%
  • Fill cells: 597
  • Area grow syn2layout: 22.5%
  • Seq Cell Count: 0
  • Seq. cell area: 0 sq um
  • # clk buffers: 0

Hold path
  • Tightest Hold Check Type: input pin to output port
  • Hold Crit Start: angle[0]
  • Worst hold endpoint: value[4]
  • Hold depth: 4

Floorplan
  • Die area: 6670 sq um
  • Rows: 28
  • Initial core utilization: 42.1%
  • Core area: 6030 sq um
  • Die height: 81.6 um
  • I/O pins: 53
  • Die X: 81.6 um

Placed design
  • DP HPWL: 4.75 mm
  • Buffers on Ports: 50
  • GP Congestion: 0.865
  • Pre-CTS setup slack: 1890 ps

GRT
  • Largest net degree at the start of global routing: 20
  • Vias in the first global route: 2111
  • GRT overflow: 0
  • Gr usage total: 18.4%
  • First-pass GRT wire length: 9.43 mm
  • Initial antenna violation count: 0

Flow run
  • Max_cap viols: 0
  • Tool warnings: 38

Clock network
  • Post-CTS Resized: 0
  • Post-CTS Setup Bufs: 0
  • Cts hold-fix bufs: 0
-- layout make-up --
cell class	instances	area (sq um)	share of cell area, %
tap	75	93.8	3.02
timing repair buffer	50	500	16.1
multi-input combinational	218	2230	71.6
inverter	77	289	9.30
-- metal layers --
| metal | global-route usage (%) | vias to the layer above | share of wire, % |
|---|---|---|---|
| li1 | - | 1074 | - |
| met1 | 27.9 | 924 | 54 |
| met2 | 30.7 | 21 | 44 |
| met3 | 1.47 | 0 | 2.6 |
| met4 | 0.175 | 0 | 0 |
| met5 | 0 | - | 0 |
-- worst max-delay path by stage --
stage	endpoint	depth (start not counted)	slack [ps]
4_1_cts	value[19]	17	1870
5_1_grt	value[19]	17	1570
6_report	value[19]	18	1940
-- worst min-delay path, cell delays in order --
cell and delay [ps]:
clkdlybuf4s50_1 550, inv_1 140, nand2_1 50, clkdlybuf4s50_1 390
-- power by group --
group | switching, mW | internal (mW)
Combinational | 0.318 | 0.352
Clock | 0 | 0
Sequential | 0 | 0
Total | 0.318 | 0.352
-- cells by family (layout without fill, tap and decap cells) --
family	count (synthesis)	in the layout	share of synthesized area (%)
buffers and inverters	82	127	12.6
and+or+nand+nor	55	55	12.4
AOI/OAI and AO/OA	45	45	14.3
xor gates and xnor gates	24	24	8.83
adders and majority gates	91	91	51.7
other	1	3	0.148
-- cells in the final DEF, fill, tap and decap left out, types with 4 or more instances in the layout --
cell              n
xor2_1            7
a31o_2            4
inv_1            77
ha_1             68
xnor2_1          16
a21oi_1          11
nor2b_1           6
nor2_1            6
nor4_1            5
nand2_1          12
clkdlybuf4s50_1  50
a21o_1            5
fa_1             23
nand2b_1          5
-- metrics by stage --
stage	utilization [%]	cells	total power [mW]	hold WS [ps]	area (sq um)
after floorplan	-	300	0.491	4860	2540
after global placement	51.6	420	0.676	5970	3110
after detailed placement	51.6	420	0.673	5940	3110
after CTS	51.6	420	0.680	5960	3110
after global routing	51.6	420	0.769	6010	3110
final	51.6	420	0.670	5940	3110
Power and IR drop assume default switching activity.
