==> flow/config.mk <==
export PLATFORM = sky130hd
export DESIGN_NAME = sw_to_angle
export DESIGN_NICKNAME = sw_to_angle
export VERILOG_FILES = /design/flow/design.v
export SDC_FILE = /design/flow/constraint.sdc
export NUM_CORES = 4
export LEC_CHECK = 1
export CORE_AREA = 10 10 70 70
export DIE_AREA = 0 0 80 80
==> flow/design.v <==
`timescale 1ns / 1ps
module sw_to_angle(
    input [15:0] sw,
    output reg [8:0] angle
    );
    always @ (sw)
    begin
        case (sw)
        1:
        angle = 9'd0;
        2:
        angle = 9'd24;
        4:
        angle = 9'd48;
        8:
        angle = 9'd72;
        16:
        angle = 9'd96;
        32:
        angle = 9'd120;
        64:
        angle = 9'd144;
        128:
        angle = 9'd168;
        256:
        angle = 9'd192;
        512:
        angle = 9'd216;
        1024:
        angle = 9'd240;
        2048:
        angle = 9'd264;
        4096:
        angle = 9'd288;
        8192:
        angle = 9'd312;
        16384:
        angle = 9'd336;
        32768:
        angle = 9'd360;
        default:
        angle = 9'd0;
        endcase                 
    end
endmodule
==> flow/constraint.sdc <==
current_design sw_to_angle

set clk_period 3.3
set clk_io_pct 0.2

create_clock -name clk0 -period $clk_period

set non_clock_inputs [all_inputs -no_clocks]
set_input_delay [expr $clk_period * $clk_io_pct] -clock clk0 $non_clock_inputs
set_output_delay [expr $clk_period * $clk_io_pct] -clock clk0 [all_outputs]
==> flow/run.sh <==
#!/bin/bash
# OpenROAD 26Q1-2900-gdf79404cd8, Yosys 0.63+post, stock flow scripts
make -C /OpenROAD-flow-scripts/flow DESIGN_CONFIG=/design/flow/config.mk WORK_HOME=/design/flow/orfs finish
==> summary.txt <==
impl run done, here's what came out: outcome finished clean, most common cell in the netlist nor2_1, die height 80 um, input/output buffers 22, Clock buffer cells 0, Slew Limit Fails 0, fin worst setup slack 94.2 ps, drt pass-1 iters 4, WP buf/inv 2, area occupied by registers 0 um2, layout cells sized above 1 0.284, fin crit period 3210 ps, final setup fails 0, CP Max Fanout 2, CP delay by family, top simple AND/OR/NAND/NOR gates, max-cap violation count 0, detailed-route DRC error count 0, tool warning count 32, I/O pin count 25, Synth cell types 33, vias 781, area share, top type 0.109, Critical-path top delay cell or4b_1, Yosys warnings 1, hold depth 3, Worst path depth 7, Synth area leaders o21ai_0 (11%), nor2_1 (11%), xor2_1 (9.5%), initial antenna violation count 0, Critical Path Sink Type output pin, Worst Path Required 2640 ps, die width 80 um, Global Route Usage Sum 0.0575, Cell Chain, Critical Path clkdlybuf4s50_1 > or4b_1 > a21oi_1 > a211oi_1 > or3_1 > a211oi_2 > dlygate4sd2_1, YS chip area 552 um2, Final Core Density 0.299, worst hold path class primary input to output pin, Power per Cell Area 91.4 nW/um2, Initial DRC Count 19, RePlAce Congestion 0.903, synthesized netlist cell count 94, Place WS -175 ps, number of global-route vias before repair 739, critical path arrival 2550 ps, cell taking the most area after synthesis o21ai_0, hold_buf cts 0, syn avg cell area 5.87 um2, DR WL/cell 10.7 um, leakage 0.407 nW, Seq cells 0, # Cells Yosys 94, antenna diode count 0, Synth top cells by count nor2_1 (16), o21ai_0 (12), nand2_1 (6), xor2_1 (6), finished layout cell area 1020 um2, Final Power 0.0935 mW, Pre-Place Util 0.162, DRT antenna net count 0, grt ovf 0, crit path kind primary input to output pin, Detailed Route WL 1920 um, DP Wirelength 1650 um, Die Size 6400 um2, largest net degree at the start of global routing 10, area of placed instances 958 um2, fin crit share 0.971, first-pass GRT wire length 3170 um, Via density 4.34, Std-Cell Rows 21, slowest stage delay, CP 510 ps, Synth Seq Share 0, Final Hold Fails 0, FMAX 312 MHz, Core ar. 3420 um2, Cell Area, Synth 552 um2, Startpoint Class primary input, VDD IR-drop max 0.0453 mV, area grow syn2layout 85.3%
-- worst paths after layout --
path              start       end  slack [ps]
hold / removal    sw[0]  angle[4]        2060
setup / recovery  sw[5]  angle[7]          90
-- stage by stage --
stage	TNS (ps)	hold slack [ps]	cells
after global routing	-23.0	2100	180
after detailed placement	-431	2350	178
after global placement	-386	2330	178
final	0	2060	180
after CTS	0	2270	179
after floorplan	0	1330	96
-- logic make-up (layout without fill, tap and decap cells) --
family | Yosys count | in the layout | share of synthesized area
xor+xnor | 8 | 8 | 0.127
other cells | 1 | 3 | 0.00680
buf+inv | 13 | 51 | 0.141
simple gates | 48 | 48 | 0.451
compound gates | 24 | 24 | 0.274
-- cell usage in the layout (no fill, tap or decap), drive strengths merged, types with 3 or more instances in the layout --
cell type      instances
nand2                  6
nor4                   4
nor3                   4
o21ai                 12
a21oi                  3
nand3                  5
clkdlybuf4s50         19
conb                   3
xor2                   6
nor2                  17
nand3b                 3
buf                   28
-- repair_timing --
action / CTS / global route
resized: 4 / 11
setup endpoints to repair: 4 / 4
pin swaps: 3 / 3
setup buffers: 1 / 1
-- routing by layer --
layer	routed length [um]	up-vias	global-route usage
met4	19	0	0.00528
met5	0	-	0
met2	850	23	0.0899
met1	963	343	0.0844
met3	89	2	0.00682
li1	-	413	-
-- where the power goes --
group          total, mW  switching (mW)  internal, mW
registers              0               0             0
clock network          0               0             0
logic             0.0935          0.0420        0.0514
-- cell type report --
class	instances	area [um2]
Fill cell	393	2390
Inverter	1	3.75
Multi-Input combinational cell	83	531
Tap cell	46	57.6
Timing Repair Buffer	50	430
Power figures rest on the tool's default switching activity, not on a simulated workload.
